## /design/flow/design.v

```verilog
module MCPU_RAMController(we, datawr, re, addr, datard, instraddr, instrrd);
parameter WORD_SIZE=16;
parameter ADDR_WIDTH=8;
parameter RAM_SIZE=1<<ADDR_WIDTH;
input we, re;
input [WORD_SIZE-1:0] datawr;
input [ADDR_WIDTH-1:0] addr;
input [ADDR_WIDTH-1:0] instraddr;
output [WORD_SIZE-1:0] datard;
output [WORD_SIZE-1:0] instrrd;
reg [WORD_SIZE-1:0] mem[RAM_SIZE-1:0];
reg [WORD_SIZE-1:0] datard;
reg [WORD_SIZE-1:0] instrrd;
always @ (addr or we or re or datawr)
begin
  if(we)begin
    mem[addr]=datawr;
  end
  if(re) begin
    datard=mem[addr];
  end
end
always @ (instraddr)
begin
    instrrd=mem[instraddr];
end
endmodule
```

## /design/flow/run.sh

```bash
#!/bin/bash
# OpenROAD 26Q1-2900-gdf79404cd8, Yosys 0.63+post, stock flow scripts
make -C /OpenROAD-flow-scripts/flow DESIGN_CONFIG=/design/flow/config.mk WORK_HOME=/design/flow/orfs finish
```

## /design/flow/config.mk

```make
export PLATFORM = sky130hd
export DESIGN_NAME = MCPU_RAMController
export DESIGN_NICKNAME = MCPU_RAMController
export VERILOG_FILES = /design/flow/design.v
export SDC_FILE = /design/flow/constraint.sdc
export NUM_CORES = 4
export LEC_CHECK = 1
export CORE_UTILIZATION = 50
```

## /design/flow/constraint.sdc

```tcl
current_design MCPU_RAMController

set clk_period 6.8
set clk_io_pct 0.2

create_clock -name clk0 -period $clk_period

set non_clock_inputs [all_inputs -no_clocks]
set_input_delay [expr $clk_period * $clk_io_pct] -clock clk0 $non_clock_inputs
set_output_delay [expr $clk_period * $clk_io_pct] -clock clk0 [all_outputs]
```

==> flow_summary.toml <==
# physical design summary
[floorplanning]
num_io_pins = 66
die_w_um = 436
num_rows = 158
die_y_um = 436
initCoreUtil_pct = 50.5

[global_routing]
grt_pass1_vias = 115000
grt_overflow = 3212
grt_pass1_wl_um = 1190000
grt_max_degree = 126
grtUsageTotal_pct = 96.9

[synthesis]
synthCells = 9308
synth_area_um2 = 94100
ys.flops = 4112
edf_count = 0
avgSynthCellArea_um2 = 10.1
yosys-stat-cells = 9308
ys_types = 81
yosys_area_um2 = 94100
synthArstFlopShare_pct = 0
synth-main-ff-cell = "dlxtn_1"
yosysWarnings = 2

[placed_design]
dpl_cell_area_um2 = 109000
hpwl_um = 541000
port_buffers = 66
dp_slack_ns = -0.710
gp_congestion = 1.38

[clock_tree]
cts_hold_buf = 0

[final_timing]
untimed_endpoints = 4128
unclocked_regs = 4112

[outcome]
status = "aborted with a tool error"
error_line = "[ERROR GRT-0116] Global routing finished with congestion. Check the congestion regions in the DRC Viewer."
lastStage = "global routing"
## routing by layer
layer,GRT overflow,GRT usage (%)
met3,725,95.4
met4,818,95.2
met1,537,96.6
met2,1040,99.8
met5,92,89.5
## cell usage after synthesis, drive strengths merged, types with 14 or more instances
cell | number | area (um2)
dlxtn | 4096 | 61500
a22oi | 1179 | 8860
nand3 | 668 | 3340
nor2 | 370 | 1400
clkbuf | 334 | 1250
buf | 297 | 1510
and3 | 267 | 1670
nand4 | 267 | 1670
nand2 | 215 | 807
o22ai | 158 | 988
o21ai | 145 | 726
nor4 | 134 | 838
a21oi | 119 | 596
a32oi | 115 | 1010
a222oi | 114 | 1140
a22o | 113 | 990
a2111oi | 92 | 807
o211ai | 83 | 623
nor3 | 70 | 350
or4 | 50 | 375
o2111ai | 36 | 315
a221oi | 34 | 298
o22a | 30 | 263
a31oi | 26 | 163
and4 | 25 | 219
dlxtp | 16 | 240
nand2b | 16 | 100
nor4bb | 14 | 140
o221ai | 14 | 123
## metrics by stage
| stage | hold slack, ns | cells |
|---|---|---|
| after floorplan | 3.46 | 9308 |
| after global placement | 4.56 | 12600 |
| after detailed placement | 4.52 | 12600 |
| after CTS | 4.52 | 12600 |
## logic make-up after synthesis
logic type / synth area share (%)
buffers and inverters: 2.97
multiplexers: 0.0771
AND/OR/NAND/NOR: 12.6
latches: 65.6
XOR/XNOR: 0.0651
AND-OR/OR-AND: 18.7
## repair_timing
item | in CTS
gates cloned | 3
buffers inserted | 5
gates resized | 57
endpoints found under the setup margin | 15
pin swaps | 9
