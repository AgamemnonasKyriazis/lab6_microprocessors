<file path="./design.v">
module MCPU_Registerfile(op1, op2, op3, RegOp1, alu1, alu2, datatoload, regsetwb, regsetcmd);
parameter WORD_SIZE = 16;
parameter OPERAND_SIZE = 4;
parameter REGS_NUMBER_WIDTH = 4;
parameter REGISTERS_NUMBER = 1 << REGS_NUMBER_WIDTH;
input [OPERAND_SIZE-1:0] op1,op2,op3;
input [WORD_SIZE-1:0] datatoload;
input [1:0] regsetcmd;
input regsetwb;
parameter  [1:0]  NORMAL_EX       = 0;  
parameter  [1:0]  MOV_INTERNAL    = 1;  
parameter  [1:0]  LOAD_FROM_DATA  = 2;  
parameter  [1:0]  DO_NOTHING      = 3;  
output [WORD_SIZE-1:0] RegOp1;
output [WORD_SIZE-1:0] alu1;  
output [WORD_SIZE-1:0] alu2;  
reg [WORD_SIZE-1:0] R[REGISTERS_NUMBER-1:0];
assign RegOp1=R[op1[REGS_NUMBER_WIDTH-1:0]];
assign alu1=R[op2[REGS_NUMBER_WIDTH-1:0]];
assign alu2=R[op3[REGS_NUMBER_WIDTH-1:0]];
always @(posedge regsetwb)
begin
  #1    
  case(regsetcmd)
    NORMAL_EX,LOAD_FROM_DATA:
    begin
      R[op1[REGS_NUMBER_WIDTH-1:0]] <= datatoload;
    end
    MOV_INTERNAL:
    begin
      R[op1[REGS_NUMBER_WIDTH-1:0]] <= R[op2[REGS_NUMBER_WIDTH-1:0]];
    end
    default:
    begin
    end
  endcase
end
endmodule
</file>
<file path="./run.sh">
#!/bin/bash
# OpenROAD 26Q1-2900-gdf79404cd8, Yosys 0.63+post, stock flow scripts
make -C /OpenROAD-flow-scripts/flow DESIGN_CONFIG=/design/flow/config.mk WORK_HOME=/design/flow/orfs finish
</file>
<file path="./config.mk">
export PLATFORM = sky130hd
export DESIGN_NAME = MCPU_Registerfile
export DESIGN_NICKNAME = MCPU_Registerfile
export VERILOG_FILES = /design/flow/design.v
export SDC_FILE = /design/flow/constraint.sdc
export NUM_CORES = 4
export LEC_CHECK = 1
export CORE_UTILIZATION = 30
</file>
<file path="./constraint.sdc">
current_design MCPU_Registerfile

set clk_period 7.1
set clk_io_pct 0.2

create_clock -name clk0 -period $clk_period [get_ports {regsetwb}]

set non_clock_inputs [all_inputs -no_clocks]
set_input_delay [expr $clk_period * $clk_io_pct] -clock clk0 $non_clock_inputs
set_output_delay [expr $clk_period * $clk_io_pct] -clock clk0 [all_outputs]
</file>
==> reports/metrics.csv <==
metric;value;unit
fmax;0.1880;GHz
top_area_frac;0.5530;
first_global_vias;8838;
cts_tree;built;
r2r_slack;5.02;ns
ys.flop_type;edfxtp_1;
slowest_delay;0.63;ns
startpoint_type;input port;
wl_met3;5487;um
common_cells;edfxtp_1 (256), mux4_2 (224), nor2_1 (29), clkbuf_1 (28), buf_2 (21);
fill_cells;4072;
crit_path_cell_trace;buf_2 -> buf_4 -> mux4_2 -> mux4_2 -> clkdlybuf4s50_1;
cts-root-buf;clkbuf_16;
antenna_found_initial;0;
drc;0;
routed.top_layer;met4;
core;45580;um2
fin_ws;1.781;ns
crit_path_max_fanout;29;
crit_start;op1[1];
top_area_cell;edfxtp_1;
clkLatencyLatePin;0.54;ns
cts_buffers;26;
p_leak;5.032;nW
largest_reg_flops;256;
min_path_cells;3;
relSlewSlack;0.4211;
vias;7656;
pre_cts_ws;1.736;ns
syn_inst;670;
cts.sinks;256;
antenna_cells;0;
dp_hpwl;23750;um
met1_length;12340;um
rows;78;
worstHoldStart;R[5][11]$_DFFE_PP_;
worst-path-buf-inv;3;
crit_type;input port to output pin;
cts_setup_buffers;0;
rsz0062_at_grt;false;
grt_max_degree;41;
setup_viol;0;
clk_path_buf_depth;3;
path_clk_slew;0.06;ns
synthDistinctLibCells;18;
cts_hold_buf;0;
required;5.68;ns
ys.flops;256;
hp-class;flop to flop;
wire_per_inst;28.21;um
post_cts_resized;0;
floorplan.core_util;0.3050;
wl;38500;um
ys.warnings.count;1;
die_w;217.3;um
top_cell;edfxtp_1;
cp_top_family;buffers and inverters;
initialDrtViolationCount;344;
synth_area_per_cell;20.75;um2
die_h;217.3;um
r2r-end;R[13][0]$_DFFE_PP_;
hold_viol;0;
tns;0;ns
htreeDepth;1;
seqCellArea;7687;um2
cap_viol_max_count;0;
drive_above_1_share;0.4549;
cp_common_cell;mux4_2;
ant_nets;0;
via_per_inst;5.609;
synth.cell_area;13900;um2
area_delta_synth_final;17.63;%
ir_worst_vdd;0.1571;mV
wl_met2;19790;um
worst-slew-pin-transition;0.8683;ns
firstDrtPassIters;4;
edf_count;256;
comb_area;5943;um2
cp.arrival;3.90;ns
outcome;complete, no violations;
skew;0.01095;ns
grt_usage;0.1805;
num_io_pins;79;
p_per_area;224.3;nW/um2
final_util;0.3588;
drv_slew;0;
power;3.667;mW
grt_overflow;0;
whs_endpoint;R[2][11]$_DFFE_PP_;
dieArea;47200;um2
warnings;25;
worstRegToRegCells;4;
r2r_start;R[15][0]$_DFFE_PP_;
synth_stat.cells;670;
synth_chip_area;13900;um2
ys_async_sr_fraction;0;
area_leaders;edfxtp_1 (55%), mux4_2 (36%), mux2_2 (1.3%);
grt_pass1_wl;56990;um
min_period;5.319;ns
postSynthSeqShare;0.5530;
finalCritPeriodShare;0.7491;
endpoint_kind;output pin;
crit_slowest_cell;buf_2;
whs;1.413;ns
gp_congestion;0.8486;
portBuffers;78;
## per-stage QoR
stage | instance area (um2) | std cells
after global routing | 16350 | 1365
final | 16350 | 1365
after global placement | 15430 | 1317
after detailed placement | 15430 | 1317
after CTS | 16350 | 1365
after floorplan | 13900 | 670
## worst min-delay path, cell delays in order, from the launching register on
cell and delay, ns:
edfxtp_1 0.37, mux4_2 0.23, mux2_2 0.15, a221o_1 0.44
## power breakdown
part           internal, mW  switching [mW]
logic                 0.247           0.226
registers              1.72          0.0164
clock network         0.880           0.583
total                  2.84           0.825
## final cells by class
type                            instances  share of cell area
Clock buffer                           30             0.04200
Clock inverter                         18             0.01423
Inverter                                1           0.0002295
Multi-Input combinational cell        347              0.3634
Sequential cell                       256              0.4701
Tap cell                              600             0.04591
Timing Repair Buffer                  113             0.06412
## metal layers
metal / track usage / up-vias
met2: 0.2929 / 492
li1: - / 3174
met3: 0.1201 / 44
met1: 0.2000 / 3946
met4: 0.03592 / 0
met5: 0 / -
## worst max-delay path by stage
| stage | endpoint | cells past startpoint |
|---|---|---|
| 6_report | RegOp1[14] | 5 |
| 5_1_grt | RegOp1[6] | 5 |
| 4_1_cts | RegOp1[6] | 5 |
## cells in the final DEF (no fill, tap or decap), types with 13 or more instances in the layout
cell / synthesis / layout
edfxtp_1: 256 / 256
mux4_2: 224 / 224
clkdlybuf4s50_1: 0 / 67
buf_4: 1 / 35
clkbuf_16: 0 / 27
a21oi_1: 17 / 17
mux2i_1: 16 / 16
mux2_2: 16 / 16
nor2_1: 29 / 16
nor3_1: 20 / 16
a221o_1: 16 / 16
nor2_2: 0 / 13
## cells by family (layout without fill, tap and decap cells)
family,after synthesis,in the layout,share of synthesized area
compound gates,33,33,0.01764
buf+inv,67,162,0.02349
flops,256,256,0.5530
mux,256,256,0.3874
simple gates,58,58,0.01854
Power figures rest on the tool's default switching activity, not on a simulated workload.
