===== design/flow/config.mk =====
export PLATFORM = sky130hd
export DESIGN_NAME = MCPU_Alu
export DESIGN_NICKNAME = MCPU_Alu
export VERILOG_FILES = /design/flow/design.v
export SDC_FILE = /design/flow/constraint.sdc
export NUM_CORES = 4
export LEC_CHECK = 1
export CORE_UTILIZATION = 50

===== design/flow/constraint.sdc =====
current_design MCPU_Alu

set clk_period 13.8
set clk_io_pct 0.2

create_clock -name clk0 -period $clk_period

set non_clock_inputs [all_inputs -no_clocks]
set_input_delay [expr $clk_period * $clk_io_pct] -clock clk0 $non_clock_inputs
set_output_delay [expr $clk_period * $clk_io_pct] -clock clk0 [all_outputs]

===== design/flow/design.v =====
module MCPU_Alu(cmd,in1,in2,out,CF);
parameter CMD_SIZE=3;
parameter WORD_SIZE=16;
parameter  [CMD_SIZE-1:0]  CMD_AND  = 0;  
parameter  [CMD_SIZE-1:0]  CMD_OR   = 1;  
parameter  [CMD_SIZE-1:0]  CMD_XOR  = 2;  
parameter  [CMD_SIZE-1:0]  CMD_ADD  = 3;  
parameter  [CMD_SIZE-1:0]  CMD_LSL  = 4;  
parameter  [CMD_SIZE-1:0]  CMD_RSL  = 5;  
input [CMD_SIZE-1:0] cmd;
input [WORD_SIZE-1:0] in1;
input [WORD_SIZE-1:0] in2;
output[WORD_SIZE-1:0] out;
output CF;
wire [CMD_SIZE-1:0] cmd;
wire [WORD_SIZE-1:0] in1;
wire [WORD_SIZE-1:0] in2;
reg  [WORD_SIZE-1:0] out;
reg  CF;
always @ (cmd, in1, in2)
	#2
case(cmd)
  CMD_AND : out = in1&in2; 
  CMD_OR  : out = in1|in2;
  CMD_XOR : out = in1^in2;
  CMD_ADD : {CF,out} = in1+in2;
  CMD_LSL : out = in1<<in2;
  default : out = in1>>in2;
endcase
endmodule

===== design/flow/run.sh =====
#!/bin/bash
# OpenROAD 26Q1-2900-gdf79404cd8, Yosys 0.63+post, stock flow scripts
make -C /OpenROAD-flow-scripts/flow DESIGN_CONFIG=/design/flow/config.mk WORK_HOME=/design/flow/orfs finish

==> metrics.csv <==
stage,metric,value,unit
floorplan,die_area,6920,um2
placement,portBuffers,52,
worst_setup_path,path_common_cell,clkdlybuf4s50_1,
power,power,0.133,mW
sta,unclocked_regs,1,
flow_run,warnings,49,
route,drtIter0Drc,363,
synth,synth_top_area_share,0.137,
floorplan,die_h,83.2,um
route,routedWlPerCell,21.0,um
flow_run,max_cap_violations,0,
global_routing,grt_max_degree,48,
global_routing,grt_pass1_wl,18.1,mm
cts,post_cts_buffers,0,
floorplan,die_w,83.2,um
sta,final_max_slew_viol_count,0,
synth,async_flop_share,0,
route,n_antenna_cell,0,
power,ir_drop,0.0338,mV
min_path,hold_path.class,in2out,
worst_setup_path,start_kind,primary input,
route,avgViaCountPerCell,6.91,
sta,worst_slew_margin_rel,0.480,
sta,holdWs,6810,ps
synth,top_area_cell,mux4_2,
cts,cts-resized-gates,0,
sta,setup_viol_count_final,0,
synth,edf_count,0,
synth,yosysCellCount,441,
worst_setup_path,cp_num_buf_inv,3,
floorplan,row_count,29,
sta,hold_viol_final,0,
finish,area_delta_synth_final,13.9,%
floorplan,pin_count,52,
power,power_leakage,1.55,nW
min_path,hold_path_startpoint,in2[2],
route,dr_total_vias,3708,
run_status,outcome,completed,
worst_setup_path,cp_slowest_stage_delay,740,ps
min_path,hold_depth,5,
global_routing,grt_usage,0.339,
worst_setup_path,crit_family,buffers and inverters,
synth,syn-instance-count,441,
sta,untimed_endpoints,2,
worst_setup_path,worstPathCellList,clkdlybuf4s50_1 -> inv_1 -> ha_1 -> nand4_1 -> a2111oi_0 -> nor4_1 -> o31ai_1 -> clkdlybuf4s50_1,
placement,hpwl,8.68,mm
sta,rsz0062_at_grt,no,
finish,fin_util,0.591,
cts,cts_hold_buf,0,
power,powerDensity,35.5,nW/um2
synth,yosysWarnings,1,
finish,drive_gt1_frac,0.0957,
synth,ys_ff,1,
placement,dpl-instance-area,3750,um2
synth,ys_area,3300,um2
route,drc,0,
sta,fmax,0.113,GHz
synth,avgSynthCellArea,7.47,um2
synth,ff_type,dlxtp_1,
route,antenna_left,0,
synth,synthTopCellsByCount,"inv_1 (38), ha_1 (32), nand2_1 (32)",
synth,synth.top_cells.by_area,"mux4_2 (14%), ha_1 (12%), mux2i_1 (7.3%), a21oi_1 (4.6%), inv_1 (4.3%)",
worst_setup_path,endpoint_kind,output pin,
worst_setup_path,path_max_fanout,11,
min_path,min_to,out[2],
route,drt_pass1_iterations,5,
floorplan,core-area,6350,um2
sta,period_needed,8880,ps
worst_setup_path,critPathKind,in2out,
sta,finalClockPeriodUsage,0.644,
placement,place_congestion,1.03,
worst_setup_path,cp.arrival,6120,ps
finish,largest_register_ffs,1,
floorplan,initial_core_util,0.519,
global_routing,grt-ovfl-total,0,
finish,final_area,3750,um2
route,wirelength,11.3,mm
synth,top_cell,inv_1,
sta,finalSetupTns,0,ps
synth,syn-cell-area,3300,um2
global_routing,antenna_found_initial,0,
global_routing,grt_pass1_vias,3378,
sta,worst_pin_slew,779,ps
worst_setup_path,critPathRequiredTime,11040,ps
synth,synth_cell_types,68,
worst_setup_path,critPathSlowestCell,a2111oi_0,
[final cells by class]
class | instances | area, um2
timing repair buffer | 57 | 553
fill | 599 | 2600
multi-input combinational | 362 | 2940
inverter | 40 | 150
tap | 77 | 96.3
sequential | 1 | 15.0
[cell families (layout without fill, tap and decap cells)]
family,count (synthesis),count (layout),synth area share
latches,1,1,0.00455
multiplexers,56,56,0.255
adder cells (fa/ha/maj),33,33,0.128
buffers and inverters,78,97,0.104
AND-OR/OR-AND,135,135,0.297
AND/OR/NAND/NOR,134,134,0.201
XOR/XNOR,4,4,0.0106
[per-stage QoR]
step | worst slack [ps] | instances
2_1_floorplan | 6390 | 441
3_3_place_gp | 5000 | 537
3_5_place_dp | 4980 | 537
4_1_cts | 4990 | 537
5_1_grt | 4720 | 537
6_report | 4920 | 537
[worst min-delay path, cell delays in order]
cell and delay [ps]:
clkdlybuf4s50_1 390, buf_4 280, nand3_1 120, o211ai_1 90, clkdlybuf4s50_1 410
[power breakdown]
group          internal, mW  switching, mW  total [mW]  leakage (nW)
sequential         0.000207      0.0000135    0.000220       0.00783
combinational        0.0605         0.0724       0.133          1.54
clock                     0              0           0             0
[metal layers]
layer / share of wire / wire [um] / vias up / GRT usage
li1: - / - / 1728 / -
met1: 0.45 / 5040 / 1745 / 0.529
met2: 0.44 / 4900 / 215 / 0.495
met3: 0.098 / 1100 / 20 / 0.0757
met4: 0.020 / 223 / 0 / 0.0580
met5: 0 / 0 / - / 0
[layout by cell type, fill, tap and decap left out, drive strengths merged, types with 6 or more instances in the layout]
cell / Yosys / layout
o21ai: 12 / 12
a211oi: 14 / 14
a31oi: 6 / 6
nand2b: 6 / 6
o211ai: 8 / 8
inv: 39 / 39
mux2: 11 / 11
a21oi: 30 / 30
o31ai: 7 / 7
mux4: 21 / 21
nor3: 11 / 11
nand4: 6 / 6
nor2b: 6 / 6
ha: 32 / 32
buf: 25 / 6
nor2: 30 / 30
mux2i: 24 / 24
nand3: 14 / 14
a211o: 9 / 9
nand2: 32 / 32
nor4: 14 / 14
clkdlybuf4s50: 0 / 51
a21o: 13 / 13
[worst max-delay path by stage]
stage	startpoint	endpoint	slack, ps	cells past startpoint
CTS	in2[2]	out[14]	4990	10
global route	in2[3]	out[15]	4720	8
finish	in2[3]	out[15]	4920	8
Power figures rest on the tool's default switching activity, not on a simulated workload.
